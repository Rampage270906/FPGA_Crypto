==> design/flow/design.v <==
module fsm(
    input  clk,
    input  rst,
    input  x,
    output reg y
);
reg [1:0] state, next_state;
parameter a = 2'b00;
parameter b = 2'b01;
parameter c = 2'b10;
parameter d = 2'b11;
always @(posedge clk or posedge rst) begin
    if (rst)
        state <= a;
    else
        state <= next_state;
end
always @(*) begin
    y = 0;
    case (state)
        a: begin
            if (x) next_state = b;
            else   next_state = a;
        end
        b: begin
            if (x) next_state = b;
            else   next_state = c;
        end
        c: begin
            if (x) begin
                next_state = d;
                y = 1;
            end else
                next_state = a;
        end
        d: begin
            if (x) begin
                next_state = b;
                y = 1;
            end else begin
                next_state = c;
                y = 1;
            end
        end
        default: next_state = a;
    endcase
end
endmodule
==> design/flow/run.sh <==
#!/bin/bash
# OpenROAD 26Q1-2900-gdf79404cd8, Yosys 0.63+post, stock flow scripts
make -C /OpenROAD-flow-scripts/flow DESIGN_CONFIG=/design/flow/config.mk WORK_HOME=/design/flow/orfs finish
==> design/flow/config.mk <==
export PLATFORM = sky130hd
export DESIGN_NAME = fsm
export DESIGN_NICKNAME = fsm
export VERILOG_FILES = /design/flow/design.v
export SDC_FILE = /design/flow/constraint.sdc
export NUM_CORES = 4
export LEC_CHECK = 1
export CORE_AREA = 10 10 70 70
export DIE_AREA = 0 0 80 80
==> design/flow/constraint.sdc <==
current_design fsm

set clk_period 1.5
set clk_io_pct 0.2

create_clock -name clk0 -period $clk_period [get_ports {clk}]

set non_clock_inputs [all_inputs -no_clocks]
set_input_delay [expr $clk_period * $clk_io_pct] -clock clk0 $non_clock_inputs
set_output_delay [expr $clk_period * $clk_io_pct] -clock clk0 [all_outputs]
==> flow_summary_export.csv <==
group,metric,value,unit
finish,area_growth,75.4,%
critical_path,cp_max_fo,3,
detailed_routing,drt_iter0_drc,0,
logic_synthesis,synth.ff_latch_count,4,
finish,layoutNonFillerInstCount,63,
floorplan,io_pins,4,
detailed_routing,detailroute.via_count,104,
clock_network,clk_latency,0.24,ns
finish,largest_registers,"state (4)",
critical_path,timing.setup.critical_path_class,"reg -> out",
critical_path,critical_path_cell_count,2,
logic_synthesis,postSynthAreaPerCell,14.8,um^2
critical_path,ff2ff_path_depth,1,
detailed_routing,wl_per_instance,4.87,um
logic_synthesis,yosysCellCount,10,
detailed_routing,post_drt_via_cell_ratio,1.65,
final_timing,finClkSkew,0.0106,ns
finish,top_logic_cells_by_instance_count_in_the_layout,"clkbuf_4, dfrtp_1, o21ba_2, dlygate4sd2_1",
detailed_routing,antenna_cells_inserted,0,
clock_network,cts_setup_buffers,0,
final_timing,slew_headroom,90.4,%
floorplan,chipWidth,80,um
detailed_routing,routed_wirelength,307,um
critical_path,crit_path_max_incr_delay,0.39,ns
clock_network,clock_h_tree_levels,1,
floorplan,std_cell_rows,21,
critical_path,critical_path_required,1.20,ns
pwr,power.static_leakage,0.112,nW
critical_path,timing.critical_path.cells,"a21o_1, dlygate4sd2_1",
critical_path,endpoint_kind,"output port",
final_timing,timing.final.max_slew_violations,0,
placement,finalWeightedCongestion,0.655,
critical_path,r2r-end,"state[2]",
final_timing,total_setup_violations_reported_at_the_end_of_the_flow,0,
critical_path,crit_path_start,"state[1]",
detailed_routing,drt_pass1_iterations,1,
grt,number_of_global_route_vias_before_repair,102,
clock_network,clock-root-buffer,"clkbuf_4",
clock_network,numClockSinks,4,
flow_run,max_cap_violations,0,
final_timing,fin_hold_ws,0.246,ns
final_timing,max_freq,0.744,GHz
outcome,outcome,"complete, no violations",
final_timing,finalHoldViolCount,0,
placement,placedCellCount,59,
detailed_routing,drc,0,
logic_synthesis,synth_cell_types,7,
critical_path,cp_num_buf_inv,1,
finish,regMostFlops,"state",
clock_network,cts_tree,"done",
grt,grt_antenna_before_repair,0,
clock_network,clk_path_buf_depth,2,
final_timing,final.period_utilization,89.6,%
critical_path,timing.critical_path.max_delay_family,"flip-flops",
logic_synthesis,syn-instance-count,10,
logic_synthesis,cell_area_after_synthesis,148,um^2
finish,drive_above_1_share,35.3,%
logic_synthesis,synth_warnings,1,
grt,grt_start_max_net_pins,6,
floorplan,area_of_the_core,0.00342,mm^2
pwr,total_power,263,uW
placement,place.port_buffers,3,
critical_path,critPathArrivalTime,1.04,ns
pwr,power_per_cell_area,1020,mW/mm^2
critical_path,crit_path_end,"y",
logic_synthesis,sequential_share_of_the_synthesized_area,68.6,%
critical_path,cp_startpoint_kind,"flip-flop",
clock_network,cts.clk_slew.worst_paths,0.04,ns
logic_synthesis,synth.yosys.chip_area,148,um^2
finish,fillerInstances,411,
critical_path,reg2reg_from,"state[3]",
finish,final_util,7.58,%
critical_path,setup.reg_to_reg.worst_slack,0.74,ns
final_timing,unrepaired_setup_endpoints_after_global_routing,"no",
grt,globalRouteOverflowTotal,0,
flow_run,warning_count,25,
final_timing,timing.final.crit_period,1.34,ns
worst_hold_path,min-delay-path-class,"in -> async",
finish,largest_register_ffs,4,
detailed_routing,postRouteAntennaNets,0,
floorplan,initial_core_util,4.32,%
final_timing,tightest_slew,0.144,ns
grt,wire_length_of_the_first_global_routing_pass,483,um
grt,grt_usage,1.07,%
pwr,vdd_drop_max,0.395,mV
clock_network,cts_buffers,3,
critical_path,timing.critical_path.slowest_stage_cell,"dfrtp_1",
floorplan,dieArea,0.00640,mm^2
floorplan,dieHeight,80,um
-- per-layer routing --
metal	GRT usage, %	routed length (um)	up-vias
li1	-	-	47
met1	1.40	153	49
met2	0.963	106	6
met3	1.14	36	2
met4	0.528	10	0
met5	0	0	-
-- metrics by stage --
stage | area [um^2] | setup WS [ns] | setup TNS, ns
3_5_place_dp | 235 | -0.262 | -0.262
5_1_grt | 259 | 0.109 | 0
4_1_cts | 259 | 0.137 | 0
2_1_floorplan | 148 | 0.710 | 0
3_3_place_gp | 235 | -0.265 | -0.265
6_report | 259 | 0.156 | 0
-- cells by family (layout without fill, tap and decap cells) --
kind of cell	Yosys count	in the layout	share of synthesized area (%)
and+or+nand+nor	1	1	4.24
AOI/OAI and AO/OA	4	4	24.6
DFF	4	4	68.6
buffers and inverters	1	8	2.54
-- where the power goes --
group	switching [mW]	total (mW)	leakage [nW]	internal (mW)
clock	0.0463	0.146	0.0150	0.0999
sequential	0	0.109	0.0522	0.109
combinational	0.00346	0.00817	0.0451	0.00471
-- timing repair --
| item | CTS | global route |
|---|---|---|
| gates resized | 2 | 0 |
| hold buffers | 0 | 0 |
| setup endpoints to repair | 1 | 0 |
-- cell type report --
| type | count | area [um^2] | share of cell area [%] |
|---|---|---|---|
| timing repair buffer | 3 | 27.5 | 10.6 |
| clock buffer | 4 | 26.3 | 10.1 |
| sequential | 4 | 101 | 39.1 |
| tap | 46 | 57.6 | 22.2 |
| multi-input combinational | 5 | 42.5 | 16.4 |
| inverter | 1 | 3.75 | 1.45 |
-- synth_stat cells --
cell type,n,area share [%]
dfstp_2,1,18
inv_1,1,2.5
a21o_1,1,5.1
o31a_1,1,5.9
and2_1,1,4.2
dfrtp_1,3,51
o21ba_2,2,14
-- how the worst min path moves through the flow --
stage | start | end | slack, ns
6_report | rst | state[1] | 0.25
5_1_grt | rst | state[1] | 0.27
4_1_cts | rst | state[1] | 0.25
Power is estimated from default activity; no workload was simulated.
