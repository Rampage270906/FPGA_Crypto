==> flow/design.v <==
module shift_reg(
    input clk,
    input areset,
    input load,
    input ena,
    input [3:0] data,
    output reg [3:0] q
);
always @(posedge clk or posedge areset) begin
    if (areset)
        q <= 4'b0000;
    else if (load)
        q <= data;
    else if (ena)
        q <= {1'b0, q[3:1]};
end
endmodule
==> flow/run.sh <==
#!/bin/bash
# OpenROAD 26Q1-2900-gdf79404cd8, Yosys 0.63+post, stock flow scripts
make -C /OpenROAD-flow-scripts/flow DESIGN_CONFIG=/design/flow/config.mk WORK_HOME=/design/flow/orfs finish
==> flow/config.mk <==
export PLATFORM = sky130hd
export DESIGN_NAME = shift_reg
export DESIGN_NICKNAME = shift_reg
export VERILOG_FILES = /design/flow/design.v
export SDC_FILE = /design/flow/constraint.sdc
export NUM_CORES = 4
export LEC_CHECK = 1
export CORE_AREA = 10 10 70 70
export DIE_AREA = 0 0 80 80
==> flow/constraint.sdc <==
current_design shift_reg

set clk_period 1.6
set clk_io_pct 0.2

create_clock -name clk0 -period $clk_period [get_ports {clk}]

set non_clock_inputs [all_inputs -no_clocks]
set_input_delay [expr $clk_period * $clk_io_pct] -clock clk0 $non_clock_inputs
set_output_delay [expr $clk_period * $clk_io_pct] -clock clk0 [all_outputs]
==> results.py <==
# Auto-generated metrics
metrics = {
    "clock_tree": {
        "clock_path_buffers": 2,
        "clk_latency_ns": 0.24,
        "postCtsSetupBuffers": 0,
        "cts.sinks": 4,
        "cts_resized": 0,
        "cts_inserted_buffers": 3,
        "cts_tree": "built",
        "clk_pin_slew_worst_paths_ns": 0.04,
        "postCtsHoldBufs": 0,
        "cts_htree_levels": 1,
        "cts-root-buf": "clkbuf_4",
    },
    "setup_path": {
        "cp_cell_sequence": "clkdlybuf4s50_1",
        "cp-start-kind": "flip-flop",
        "crit_path_top_delay_cell": "clkdlybuf4s50_1",
        "cp.buffers_inverters": 1,
        "critPathTopFamily": "buffers and inverters",
        "cp.depth": 1,
        "crit_arrival_ns": 1.12,
        "critical_path_class": "flip-flop to output port",
        "crit-reg2reg-launch": "q[1]",
        "worstSetupStartpoint": "q[2]",
        "reg2reg_slack_ns": 0.86,
        "cp-endpoint": "q[2]",
        "r2r_cells": 2,
        "cp.required_ns": 1.28,
        "crit_path_end_kind": "output port",
        "worst-path-max-fanout": 3,
        "critical_path.max_stage_delay_ns": 0.51,
        "r2r_end": "q[0]",
    },
    "route": {
        "dr.pass1.iters": 2,
        "wl_met2_microns": 143,
        "drt-vias-per-instance": 2.325,
        "ant_nets": 0,
        "vias": 179,
        "drt_iter0_markers": 7,
        "drc": 0,
        "wl_per_cell_microns": 8.481,
        "diodes": 0,
        "wirelength_microns": 653,
        "route.met3.wl_microns": 100,
        "wl_met1_microns": 398,
        "maxUsedRoutingLayer": "met4",
    },
    "power": {
        "p_switching_uw": 68.01,
        "p_leak_uw": 0.0001441,
        "p_int_uw": 234.0,
        "power_density_nw_per_um2": 826.5,
        "power_frac_clock_pct": 42.3,
        "p_seq_share_pct": 39.1,
        "pwr-share-comb_pct": 18.7,
        "ir_worst_vdd_uv": 356.7,
        "netSwitchingFraction_pct": 22.52,
    },
    "logic_synthesis": {
        "ys_area_sq_um": 175.2,
        "avgSynthCellArea_sq_um": 10.30,
        "synthesis.instances": 17,
        "ys_types": 7,
        "synth_warnings": 1,
        "ys_seq_share_pct": 57.14,
        "ys_cells": 17,
        "synth_area_sq_um": 175.2,
        "numSynthFlops": 4,
    },
    "placement": {
        "gp_congestion": 0.7303,
        "placedCellCount": 74,
        "numPortBuffers": 11,
        "place_ws_ns": 0.2521,
    },
    "sta": {
        "rsz0062_at_grt": "false",
        "finalClockPeriodUsage_pct": 89.94,
        "skew_ns": 0.0001776,
        "fin_crit_ns": 1.439,
        "setup_viol": 0,
        "tns_ns": 0,
        "max_freq_mhz": 694.9,
        "slew_headroom_pct": 83.09,
        "drv_slew": 0,
        "worst_slack_ns": 0.1609,
        "hold_violations": 0,
        "worst_slew_pin_slew_ns": 0.2528,
    },
    "final_layout": {
        "regMostFlops": "q",
        "drive_gt1_share_pct": 9.677,
        "num-fill-cells": 407,
        "final_cells": 77,
        "largest_register_ffs": 4,
        "top_regs": "q x4",
        "syn_to_final_growth_pct": 108.6,
    },
    "die": {
        "die_h_microns": 80,
        "dieArea_sq_um": 6400,
        "fp.coreArea_sq_um": 3416,
        "die_w_microns": 80,
        "io_pins": 12,
        "initial_core_util_pct": 5.128,
        "core.rowCount": 21,
    },
    "global_routing": {
        "grt_max_degree": 9,
        "grt_overflow": 0,
        "antenna_found_initial": 0,
        "grt_pass1_vias": 196,
        "grt_use_total_pct": 2.229,
        "grt_pass1_wl_microns": 1048,
    },
    "hold_path": {
        "hp-class": "primary input to async pin",
    },
    "run": {
        "warnings": 25,
        "maxCapViolCount": 0,
    },
    "outcome": {
        "status": "complete, no violations",
    },
}
==> through the flow <==
step | total power [uW] | hold slack, ns | utilization (%) | cell area [sq um]
detailed placement | 176.5 | 0.5176 | 10.04 | 342.8
global route | 330.0 | 0.2685 | 10.70 | 365.4
floorplan | 130.3 | 0.08608 | - | 175.2
finish | 302.0 | 0.2610 | 10.70 | 365.4
CTS | 310.2 | 0.2599 | 10.70 | 365.4
global placement | 174.8 | 0.5165 | 10.04 | 342.8
==> cell usage after synthesis <==
cell	count	area (sq um)
nand2b_1	1	6.260
o21ai_1	3	15.01
dfrtp_1	4	100.1
nand2_1	4	15.01
inv_1	1	3.750
o21ai_0	1	5.000
mux2i_1	3	30.03
==> cell type report <==
cell class	count	area (sq um)	share of cell area (%)
Clock buffer	3	22.52	6.164
Inverter	1	3.754	1.027
Multi-Input combinational cell	12	71.32	19.52
Sequential cell	4	100.1	27.40
Tap cell	46	57.56	15.75
Timing Repair Buffer	11	110.1	30.14
==> layout by cell type (no fill, tap or decap) <==
cell type        instances
inv_1                    1
o21ai_1                  3
clkdlybuf4s50_1         11
nand2_1                  4
mux2i_1                  3
clkbuf_4                 3
o21ai_0                  1
nand2b_1                 1
dfrtp_1                  4
==> layer usage <==
layer | vias up | global-route usage (%)
met3 | 2 | 2.159
met1 | 76 | 3.349
met5 | - | 0
met4 | 0 | 0.3521
li1 | 87 | -
met2 | 14 | 2.006
==> worst reg2reg max path: cells and delay by family (launching register included) <==
kind | cells | cell delay (ns)
DFF | 1 | 0.39
muxes | 1 | 0.17
AOI/OAI and AO/OA | 1 | 0.07
==> power groups by stage <==
stage / combinational (uW) / clock, uW / sequential [uW]
CTS: 57.5 / 134 / 118
global route: 61.9 / 148 / 120
finish: 56.4 / 128 / 118
==> how the worst min path moves through the flow <==
stage / slack, ns / cells after the start / endpoint / startpoint
4_1_cts: 0.26 / 2 / q[0] / areset
5_1_grt: 0.27 / 2 / q[1] / areset
6_report: 0.26 / 2 / q[0] / areset
==> kinds of logic (layout without fill, tap and decap cells) <==
logic type      after synthesis  count (layout)  synth area share (%)
compound gates                4               4                 11.42
buf+inv                       1              15                 2.141
flops                         4               4                 57.15
mux                           3               3                 17.14
simple gates                  5               5                 12.14
Power is estimated from default activity; no workload was simulated.
