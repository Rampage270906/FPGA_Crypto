==> design/flow/config.mk <==
export PLATFORM = sky130hd
export DESIGN_NAME = adder
export DESIGN_NICKNAME = adder
export VERILOG_FILES = /design/flow/design.v
export SDC_FILE = /design/flow/constraint.sdc
export NUM_CORES = 4
export LEC_CHECK = 1
export CORE_AREA = 10 10 70 70
export DIE_AREA = 0 0 80 80
==> design/flow/run.sh <==
#!/bin/bash
# OpenROAD 26Q1-2900-gdf79404cd8, Yosys 0.63+post, stock flow scripts
make -C /OpenROAD-flow-scripts/flow DESIGN_CONFIG=/design/flow/config.mk WORK_HOME=/design/flow/orfs finish
==> design/flow/constraint.sdc <==
current_design adder

set clk_period 7.8
set clk_io_pct 0.2

create_clock -name clk0 -period $clk_period

set non_clock_inputs [all_inputs -no_clocks]
set_input_delay [expr $clk_period * $clk_io_pct] -clock clk0 $non_clock_inputs
set_output_delay [expr $clk_period * $clk_io_pct] -clock clk0 [all_outputs]
==> design/flow/design.v <==
module adder(
    input  [7:0] a,
    input  [7:0] b,
    output [7:0] s,
    output overflow);
assign s = a + b;
assign overflow = (~(a[7] ^ b[7])) & (a[7] ^ s[7]);
endmodule
==> flow_metrics.env <==
# yosys + openroad results
export IMPL_pwr_share_comb_pct=100.0
export IMPL_hold_depth=4
export IMPL_hold_violations=0
export IMPL_gr_total_overflow=0
export IMPL_num_vias=316
export IMPL_synth_top_cell_area_share_pct=31.4
export IMPL_slew_headroom_pct=87.2
export IMPL_cts_hold_fix_buffers=0
export IMPL_crit_path_start_kind="input port"
export IMPL_seq_area_um2=0
export IMPL_critPathMaxStageDelay_ns=0.52
export IMPL_post_cts_setup_buffer_count=0
export IMPL_first_pass_iters=3
export IMPL_place_congestion=0.782
export IMPL_die_h_um=80
export IMPL_min_from="b[7]"
export IMPL_ys_warn_count=0
export IMPL_place_hpwl_um=937
export IMPL_seq_power_share_pct=0
export IMPL_n_fill_cell=391
export IMPL_p_int_w=0.0000307
export IMPL_ys_area_um2=279
export IMPL_drt_wl_total_um=998
export IMPL_routed_via_density=3.01
export IMPL_initial_utilization_pct=8.17
export IMPL_ys_cells=34
export IMPL_instances_no_fill=105
export IMPL_worstHoldPathType="in -> out"
export IMPL_dp_cells=105
export IMPL_top_area_cell="ha_1"
export IMPL_clock_buffers=0
export IMPL_period_needed_ns=5.34
export IMPL_worst_slew_pin_slew_ns=0.190
export IMPL_grt_use_total_pct=3.12
export IMPL_synthTopCellsByArea="ha_1, xnor2_1, xor2_1, a21oi_1, fa_1"
export IMPL_clkPwrFrac_pct=0
export IMPL_warning_count=32
export IMPL_powerDensity_mw_per_mm2=77.6
export IMPL_ys_seq_share_pct=0
export IMPL_path_class="in -> out"
export IMPL_first_iter_violations=8
export IMPL_crit_chain="clkdlybuf4s50_1 > ha_1 > fa_1 > a21oi_1 > o211ai_1 > a21oi_1 > xnor2_1 > clkdlybuf4s50_1"
export IMPL_arrival_ns=3.78
export IMPL_drive_gt1_share_pct=3.39
export IMPL_drv_slew=0
export IMPL_p_leak_nw=0.228
export IMPL_top_cells_by_count="ha_1, a21oi_1, nand2_1, xnor2_1, xor2_1"
export IMPL_portBuffers=25
export IMPL_cap_violations=0
export IMPL_coreArea_mm2=0.00342
export IMPL_irDropWorstVdd_mv=0.0365
export IMPL_synthDistinctLibCells=17
export IMPL_path_max_fanout=2
export IMPL_setup_tns_ns=0
export IMPL_required_ns=6.24
export IMPL_cts_resized_gates=0
export IMPL_grt_pass1_wl_um=1630
export IMPL_wl_per_cell_um=9.50
export IMPL_grt_max_degree=5
export IMPL_rsz0062_at_grt="false"
export IMPL_netSwitchingPower_w=0.0000149
export IMPL_ioPinCount=25
export IMPL_fmax_ghz=0.187
export IMPL_drcViolationCount=0
export IMPL_p_sw_share_pct=32.6
export IMPL_synth_avg_cell_area_um2=8.21
export IMPL_fp_row_count=21
export IMPL_flop_count=0
export IMPL_setup_viol=0
export IMPL_crit_slowest_cell="clkdlybuf4s50_1"
export IMPL_syn2layout_area_growth_pct=110
export IMPL_antenna_found_initial=0
export IMPL_whs_endpoint="overflow"
export IMPL_die_area_mm2=0.00640
export IMPL_synth_cells=34
export IMPL_top_cell="ha_1"
export IMPL_synth_area_um2=279
export IMPL_drt_antenna_violating_nets=0
export IMPL_die_w_um=80
export IMPL_end_kind="output port"
export IMPL_first_global_vias=353
export IMPL_min_period_over_period_pct=68.5
export IMPL_status="finished clean"
export IMPL_antenna_cells=0
metal layers:
metal	vias up	wire [um]	track usage [%]
met1	120	494	4.37
met2	25	175	2.73
met5	-	0	0
met4	0	0	0
met3	0	328	3.98
li1	171	-	-
stage by stage:
step                      setup slack, ns  power [W]  hold WS, ns  utilization [%]  area (um2)
after floorplan                      3.55  0.0000162         3.19                -         279
after global placement               2.49  0.0000451         4.10             17.2         587
after detailed placement             2.48  0.0000455         4.12             17.2         587
after CTS                            2.45  0.0000460         4.13             17.2         587
after global routing                 2.30  0.0000509         4.19             17.2         587
final                                2.46  0.0000456         4.13             17.2         587
cell usage in the layout, fill, tap and decap left out:
cell type,netlist,final
a21o_1,1,1
a21oi_1,4,4
a21oi_2,1,1
clkdlybuf4s50_1,0,25
fa_1,1,1
ha_1,7,7
inv_1,1,1
mux2i_1,1,1
nand2_1,4,4
nor2_1,1,1
nor2b_1,1,1
o211ai_1,1,1
o21a_1,1,1
o21ai_0,1,1
o31a_1,1,1
or2_2,1,1
xnor2_1,4,4
xor2_1,3,3
cell families after synthesis:
| family | synth area share [%] |
|---|---|
| buffers and inverters | 1.34 |
| AND/OR/NAND/NOR | 11.2 |
| multiplexers | 3.59 |
| AND-OR/OR-AND | 23.3 |
| XOR/XNOR | 22.0 |
| adder cells (fa/ha/maj) | 38.6 |
worst max-delay path by stage:
stage,from,end,slack [ns],depth (start not counted)
finish,a[0],s[6],2.46,8
global route,a[0],s[6],2.30,8
CTS,a[0],s[6],2.45,8
layout make-up:
class	instances	area [um2]	share of cell area [%]
inverter	1	3.75	0.640
multi-input combinational	33	275	46.9
tap	46	57.6	9.81
timing repair buffer	25	250	42.6
power by group through the flow:
| stage | Combinational [W] | Sequential (W) | Clock [W] |
|---|---|---|---|
| 4_1_cts | 0.0000460 | 0 | 0 |
| 5_1_grt | 0.0000509 | 0 | 0 |
| 6_report | 0.0000456 | 0 | 0 |
worst max-delay path, delay by kind of cell:
family                     cells  cell delay [ns]
xor gates and xnor gates       1             0.14
adders and majority gates      2             0.63
AOI/OAI and AO/OA              3             0.53
buffers and inverters          2             0.93
Power and IR drop assume default switching activity.
